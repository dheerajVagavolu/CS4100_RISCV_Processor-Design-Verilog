File: design.v
`timescale 1ns / 1ps
module datamemory#(
    parameter DM_ADDRESS = 9 ,
    parameter DATA_W = 32
    )(
    input clk,
	input MemRead ,  
    input MemWrite ,  
    input [ DM_ADDRESS -1:0] a ,  
    input [ DATA_W -1:0] wd ,  
    output reg [ DATA_W -1:0] rd  
    );
    reg [DATA_W-1:0] mem [(2**DM_ADDRESS)-1:0];
    always@(*) 
    begin
       if(MemRead)
            rd = mem[a];
	end
    always @(posedge clk) begin
       if (MemWrite)
            mem[a] = wd;
    end
endmodule
File: run.sh
#!/bin/bash
# OpenROAD 26Q1-2900-gdf79404cd8, Yosys 0.63+post, stock flow scripts
make -C /OpenROAD-flow-scripts/flow DESIGN_CONFIG=/design/flow/config.mk WORK_HOME=/design/flow/orfs finish
File: config.mk
export PLATFORM = sky130hd
export DESIGN_NAME = datamemory
export DESIGN_NICKNAME = datamemory
export VERILOG_FILES = /design/flow/design.v
export SDC_FILE = /design/flow/constraint.sdc
export NUM_CORES = 4
export LEC_CHECK = 1
export CORE_UTILIZATION = 30
export SYNTH_MEMORY_MAX_BITS = 65536
File: constraint.sdc
current_design datamemory

set clk_period 193.2
set clk_io_pct 0.2

create_clock -name clk0 -period $clk_period [get_ports {clk}]

set non_clock_inputs [all_inputs -no_clocks]
set_input_delay [expr $clk_period * $clk_io_pct] -clock clk0 $non_clock_inputs
set_output_delay [expr $clk_period * $clk_io_pct] -clock clk0 [all_outputs]
==> impl_metrics.json <==
{
  "status": "finished, violations left",
  "violations": "antenna rules, capacitance limit, slew limit",
  "detailed_place_hpwl_um": 1350000,
  "syn2layout_area_growth_pct": 16.2,
  "setup.worst_path.class": "primary input to register",
  "stdcell_area_um2": 729000,
  "period_minus_slack_ns": 41.93,
  "holdBufCountCts": 0,
  "port_buffers": 75,
  "required_ns": 194.13,
  "cts_made_buffers": 1697,
  "avgRoutedWirePerCell_um": 34.8,
  "grt_start_max_net_pins": 122,
  "fp.dieH_um": 1450,
  "ff_type": "edfxtp_1",
  "async_flop_share_pct": 0,
  "grt_pass1_wl_um": 2820000,
  "grt_usage_pct": 21.2,
  "endpoint_kind": "register",
  "cts_resized": 0,
  "antenna_found_initial": 274,
  "warning_count": 42,
  "max_freq_mhz": 23.9,
  "cp_max_fo": 40,
  "synth_cell_type_count": 80,
  "synth-seq-cells": 16416,
  "edf_count": 16384,
  "cp-startpoint": "a[7]",
  "whs_path_depth": 1,
  "drive_above_1_share_pct": 27.2,
  "finalSetupViolCount": 0,
  "place_congestion": 1.02,
  "untimed_endpoints": 64,
  "worst_pin_slew_ns": 2.17,
  "synth_area_um2": 627000,
  "die_w_um": 1450,
  "report.final.hold_viol_count": 0,
  "power.total_w": 0.00747,
  "via_per_inst": 5.24,
  "drc": 0,
  "cellLeakagePower_nw": 224,
  "final_antenna_net_count": 1,
  "ys_area_um2": 627000,
  "ys_cells": 28572,
  "cellPowerDensity_nw_per_um2": 10.3,
  "holdCritStartpoint": "wd[2]",
  "post_cts_buffers": 0,
  "ios": 76,
  "cp_common_cell": "buf_4",
  "cts_tree": "done",
  "relSlewSlack_pct": -44.9,
  "globalRouteOverflowTotal": 0,
  "path_cells": "buf_2 > buf_4 > nor2_4 > buf_4 > nand3_2 > buf_4 > nor2_4 > buf_4",
  "comb_area_um2": 131000,
  "path_delay_family": "buffers and inverters",
  "rows": 530,
  "core_um2": 2080000,
  "finalWirelength_um": 2090000,
  "dieArea_um2": 2100000,
  "ys.warnings.count": 1,
  "path_clk_slew_ns": 0.07,
  "startpoint_type": "primary input",
  "unclocked_pins": 32,
  "cp_num_cells": 8,
  "min_path_type": "primary input to register",
  "cp.buffers_inverters": 5,
  "slowest_delay_ns": 0.88,
  "initCoreUtil_pct": 30.1,
  "post_dp_cell_area_um2": 674000,
  "drtPass1Iterations": 7,
  "regArea_um2": 492000,
  "period_used_pct": 21.7,
  "fill_cells": 187379,
  "clockBufferDepth": 6,
  "syn_avg_cell_area_um2": 21.9,
  "vdd_ir_drop_max_v": 0.00000855,
  "syn_inst": 28572,
  "cp_slowest_cell": "buf_4",
  "drtIter0Drc": 24537,
  "finalMaxSlewViolations": 15,
  "critPathArrivalTime_ns": 42.86,
  "h-tree-depth": 7,
  "root_buffer": "clkbuf_16",
  "rsz0062_at_grt": "false",
  "grt_pass1_vias": 340775,
  "fin_setup_tns_ns": 0,
  "maxCapViolCount": 2,
  "routed-via-count": 315129
}
state kept, by name, summed over array words and instances, names as in the netlist:
| name | cells |
|---|---|
| mem | 16384 |
| rd | 32 |
kinds of logic after synthesis:
group	share of synthesized area, %
compound gates	3.18
buf+inv	1.39
flops	78.5
latches	0.0766
mux	15.1
simple gates	1.78
power by group:
| part | total, W | switching (W) | leakage, nW | internal, W |
|---|---|---|---|---|
| sequential | 0.00392 | 0.00000262 | 147 | 0.00392 |
| clock | 0.00316 | 0.00133 | 25.8 | 0.00182 |
| combinational | 0.000398 | 0.000287 | 51.0 | 0.000111 |
| total | 0.00747 | 0.00162 | 224 | 0.00585 |
through the flow:
step / hold WS (ns) / utilization, % / std cells / worst slack (ns)
2_1_floorplan: 38.74 / - / 28572 / 150.74
3_3_place_gp: 39.04 / 32.4 / 56524 / 150.24
3_5_place_dp: 39.05 / 32.4 / 56524 / 150.23
4_1_cts: 37.61 / 34.9 / 59529 / 151.58
5_1_grt: 37.63 / 35.0 / 59941 / 151.36
6_report: 37.66 / 35.0 / 60124 / 151.27
layout make-up:
| cell class | instances | area share [%] |
|---|---|---|
| multi-input combinational | 10393 | 18.0 |
| sequential | 16416 | 67.6 |
| tap | 27664 | 4.75 |
| timing repair buffer | 2018 | 2.17 |
| inverter | 33 | 0.0197 |
| antenna | 595 | 0.204 |
| clock inverter | 943 | 1.17 |
| clock buffer | 2062 | 6.08 |
cell usage in the layout, fill, tap and decap left out, types with 34 or more instances in the layout:
cell type and instances:
mux2_2 284, buf_4 1919, edfxtp_1 16384, a221oi_1 150, o21ai_0 347, a31oi_1 96, a22oi_1 615, clkinv_2 289
clkbuf_16 1719, nor3_1 81, o22ai_1 418, nand4_1 452, mux4_2 3354, mux2i_1 1572, nor2_1 85, nand3_1 209
a21oi_1 436, clkinv_1 395, a22o_1 243, a32oi_1 41, clkbuf_1 343, nor2b_1 42, and3_1 50, buf_8 34
nor2_4 518, bufinv_16 154, o211ai_1 67, nand2_1 533, clkinvlp_4 52, a211oi_1 141, diode_2 595
cell usage after synthesis (67+ instances only):
cell / count / area, µm²
nor4_1: 73 / 457
a221oi_1: 151 / 1320
o22ai_1: 425 / 2660
edfxtp_1: 16384 / 492000
a21oi_1: 448 / 2240
mux2i_1: 1597 / 16000
a22oi_1: 617 / 4630
o21ai_0: 363 / 1820
nor3_1: 108 / 541
nand4_1: 452 / 2830
clkbuf_1: 588 / 2210
a211oi_1: 152 / 1140
nand2_1: 572 / 2150
a31oi_1: 107 / 669
buf_6: 88 / 991
nand3_1: 223 / 1120
buf_1: 170 / 638
o211ai_1: 67 / 503
buf_2: 745 / 3730
mux2_2: 284 / 3200
a22o_1: 243 / 2130
buf_4: 139 / 1040
nor2_1: 609 / 2290
mux4_2: 3354 / 75500
per-layer routing:
metal,share of wire [%],vias up,wire [µm],track usage [%]
li1,-,126303,-,-
met1,26,158842,546000,18.1
met2,43,25325,902000,29.2
met3,24,4302,492000,22.6
met4,6.4,357,133000,10.3
met5,0.92,-,19200,8.84
worst paths after layout:
| check | endpoint | slack, ns |
|---|---|---|
| max | mem[84][29] | 151.27 |
| min | mem[67][2] | 37.66 |
Power is estimated from default activity; no workload was simulated.
