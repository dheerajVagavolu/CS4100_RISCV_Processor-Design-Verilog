## design/flow/config.mk

```make
export PLATFORM = sky130hd
export DESIGN_NAME = RegFile
export DESIGN_NICKNAME = RegFile
export VERILOG_FILES = /design/flow/design.v
export SDC_FILE = /design/flow/constraint.sdc
export NUM_CORES = 4
export LEC_CHECK = 1
export CORE_UTILIZATION = 30
```

## design/flow/constraint.sdc

```tcl
current_design RegFile

set clk_period 11.7
set clk_io_pct 0.2

create_clock -name clk0 -period $clk_period [get_ports {clk}]

set non_clock_inputs [all_inputs -no_clocks]
set_input_delay [expr $clk_period * $clk_io_pct] -clock clk0 $non_clock_inputs
set_output_delay [expr $clk_period * $clk_io_pct] -clock clk0 [all_outputs]
```

## design/flow/design.v

```verilog
`timescale 1ns / 1ps
module RegFile#(
      parameter DATA_WIDTH   = 32,   
      parameter ADDRESS_WIDTH = 5,  
      parameter NUM_REGS = 32
   )
   (
   input  clk,  
   input  rst, 
   input  rg_wrt_en,  
   input  [ADDRESS_WIDTH-1:0] rg_wrt_dest,  
   input  [ADDRESS_WIDTH-1:0] rg_rd_addr1,  
   input  [ADDRESS_WIDTH-1:0] rg_rd_addr2,  
   input  [DATA_WIDTH-1:0] rg_wrt_data,  
   output [DATA_WIDTH-1:0] rg_rd_data1,  
   output [DATA_WIDTH-1:0] rg_rd_data2  
   );
integer i;
reg [DATA_WIDTH-1:0] register_file [NUM_REGS-1:0];
always @(negedge clk) begin
   if(rst==1'b1)
      for (i = 0; i < NUM_REGS; i = i + 1)
          register_file[i] <= 0;
   else if(rst==1'b0 && rg_wrt_en==1'b1)
      register_file[rg_wrt_dest] <=rg_wrt_data;
end
assign rg_rd_data1 = register_file[rg_rd_addr1];
assign rg_rd_data2 = register_file[rg_rd_addr2];
endmodule
```

## design/flow/run.sh

```bash
#!/bin/bash
# OpenROAD 26Q1-2900-gdf79404cd8, Yosys 0.63+post, stock flow scripts
make -C /OpenROAD-flow-scripts/flow DESIGN_CONFIG=/design/flow/config.mk WORK_HOME=/design/flow/orfs finish
```

==> impl_metrics.toml <==
# yosys + openroad results
[flow_run]
drv_cap = 0
warning_count = 1027

[place]
place_congestion = 0.897
io_buffer_count = 113
hpwl_um = 115000

[drt]
wl_um = 197000
antenna_left = 0
routedWlPerCell_um = 24.1
drt-initial-drc-count = 3018
routed-wl-met3_um = 25600
num_vias = 41800
wl_met1_um = 71900
wl_met2_um = 91900
dr.pass1.iters = 6
vias_per_cell = 5.10
highest_layer = "met5"
drc_errors = 0

[sta]
hold_slack_ps = 6030
worst_pin_slew_ps = 920
hold_violations = 0
maxSlewViolCount = 0
setup_tns_ps = 0
rsz0062_at_grt = "no"
relSlewSlack_pct = 38.3
setup_viol = 0

[clock_network]
clock_path_buffers = 3
clock_sinks = 1024
cts_tree = "built"
post-cts-setup-buffer-count = 0
htreeDepth = 3
cts_buffers = 112
cts.repair.resized = 0
clockRootBuffer = "clkbuf_16"
holdBufCountCts = 0
cts.clk_slew.worst_paths_ps = 30

[grt]
grt.total_usage_pct = 21.5
first_global_vias = 44200
grt_overflow_total = 0
grt_pass1_wl_um = 283000
antenna_found_initial = 12
grt_max_degree = 92

[yosys]
syn_inst = 4641
synth_dominant_cell_count = "and2_1"
ys_cells = 4641
edf_count = 1024
largest_area_cell = "edfxtp_1"
async_flop_share_pct = 0
synthFlopType = "edfxtp_1"
top_area_share_pct = 54.7
synth_cell_type_count = 31
ys_warn_count = 1
common_cells = "and2_1 (1026), edfxtp_1 (1024), mux2i_1 (1024)"
avgSynthCellArea_um2 = 12.1
yosys-top-cells-area = "edfxtp_1 (55%), mux2i_1 (18%), and2_1 (11%), a22oi_1 (2.6%), a22o_1 (2.0%)"
yosys_area_um2 = 56200
syn-cell-area_um2 = 56200
yosysSeqAreaShare_pct = 54.7
synth-seq-cells = 1024

[critical_path]
end_kind = "output pin"
start_kind = "register"
critical_path_class = "reg -> out"
critPathMaxFanout = 2
arrival_ps = 8950
required_ps = 9360

[floorplanning]
initCoreUtil_pct = 30.2
die_x_um = 435
die_y_um = 435
row_count = 158
core_area_um2 = 186000
chipArea_um2 = 189000
ios = 114

[finish]
drive_gt1_share_pct = 7.78
area_delta_synth_final_pct = 20.8
largestRegisters = "register_file x1024"
top_register = "register_file"
largest_reg_flops = 1024
post-route-util_pct = 36.5

[status]
status = "finished, final reports clean"

[pwr]
vdd_drop_max_mv = 0.117
p_leak_nw = 29.9
power_density_nw_per_um2 = 157

[min_path]
hold_class = "in -> out"
[metrics by stage]
step	std cells	power (mW)	cell area, um^2	worst slack (ps)
2_1_floorplan	4641	5.51	56200	1840
3_3_place_gp	6951	5.99	60100	616
3_5_place_dp	6951	6.01	60100	644
4_1_cts	8187	10.8	67900	370
5_1_grt	8187	11.3	67900	313
6_report	8189	10.6	67900	408
[critical path: stages (launching register included)]
cell	delay [ps]
edfxtp_1	370
mux2i_1	160
a22o_1	250
nor3_1	100
a31oi_1	670
nand3_1	300
clkdlybuf4s50_1	490
[cell usage in the layout (no fill, tap or decap), types with 7 or more instances in the layout]
cell type / count
and2_1: 1024
a21oi_1: 192
a22oi_1: 192
nand2_1: 194
a31oi_1: 64
mux2i_1: 1024
nor3_1: 64
or2_2: 34
clkbuf_16: 113
buf_4: 129
clkinvlp_2: 30
clkdlybuf4s50_1: 110
buf_12: 36
edfxtp_1: 1024
inv_4: 14
a22o_1: 128
nor2_4: 25
bufinv_16: 23
nand3_1: 193
inv_1: 1046
nor2_2: 7
[area by class of cell]
class                      instances  area (um^2)
multi-input combinational       3168        23400
sequential                      1024        30700
antenna                            2         5.00
timing repair buffer             278         2830
clock inverter                  1124         4980
fill                           17700       118000
tap                             2480         3100
clock buffer                     113         2830
[power breakdown]
group | leakage (nW) | internal (mW) | switching [mW]
logic | 12.8 | 0.399 | 0.690
clock network | 7.41 | 2.74 | 2.45
registers | 9.74 | 4.27 | 0.102
[worst paths after layout]
check / endpoint / slack, ps / cells after the start / from
worst max-delay path: rg_rd_data2[3] / 410 / 6 / register_file[3][3]
worst min-delay path: rg_rd_data2[16] / 6030 / 6 / rg_rd_addr2[1]
[per-layer routing]
metal  track usage, %  vias to the layer above
met5            0.353                        -
met4             10.1                       18
met3             12.9                      422
met2             31.9                     2255
met1             24.9                    20200
li1                 -                    18900
[logic make-up (layout without fill, tap and decap cells)]
logic type	count (synthesis)	after routing	synth area share [%]
multiplexers	1024	1024	18.2
AND-OR/OR-AND	576	576	6.98
other	0	2	0
AND/OR/NAND/NOR	1568	1568	16.1
buffers and inverters	449	1515	3.97
flip-flops	1024	1024	54.7
Power is estimated from default activity; no workload was simulated.
