--- flow/run.sh ---
#!/bin/bash
# OpenROAD 26Q1-2900-gdf79404cd8, Yosys 0.63+post, stock flow scripts
make -C /OpenROAD-flow-scripts/flow DESIGN_CONFIG=/design/flow/config.mk WORK_HOME=/design/flow/orfs finish
--- flow/config.mk ---
export PLATFORM = sky130hd
export DESIGN_NAME = alu
export DESIGN_NICKNAME = alu
export VERILOG_FILES = /design/flow/design.v
export SDC_FILE = /design/flow/constraint.sdc
export NUM_CORES = 4
export LEC_CHECK = 1
export CORE_UTILIZATION = 30
--- flow/constraint.sdc ---
current_design alu

set clk_period 249.6
set clk_io_pct 0.2

create_clock -name clk0 -period $clk_period

set non_clock_inputs [all_inputs -no_clocks]
set_input_delay [expr $clk_period * $clk_io_pct] -clock clk0 $non_clock_inputs
set_output_delay [expr $clk_period * $clk_io_pct] -clock clk0 [all_outputs]
--- flow/design.v ---
`timescale 1ns / 1ps
module alu#(
        parameter DATA_WIDTH = 32,
        parameter OPCODE_LENGTH = 4
        )(
        input [DATA_WIDTH-1:0] x,
        input [DATA_WIDTH-1:0] y,
        input [OPCODE_LENGTH-1:0] ALUFn,
        output reg [DATA_WIDTH-1:0] out,
        output reg Con_BLT, 
        output reg Con_BGT,
        output reg zero
        );
        integer i;
        always@(*)
        begin
            out = 'd0;
            Con_BLT = 'b0;
            Con_BGT = 'b0;
            zero = 'b0;
            case(ALUFn)
            4'b0000:         
                    out = x & y;
            4'b0001:         
                    out = x | y;
            4'b0011:         
                    out = x ^ y;
            4'b0010:         
                    out = x + y;
            4'b0110: begin        
                    out = $signed(x) - $signed(y);
                    Con_BLT = ($signed(out) < $signed(1'd0));
                    Con_BGT = ($signed(out) > $signed(1'd0));
                    zero = ($signed(out) == $signed(1'd0));
                    end
            4'b0100:         
                    out = x << y;
            4'b0101:
                    out = x < y;
            4'b1010:
                    out = ($signed(x)<$signed(y));
            4'b0111:
                    begin        
                    out = x - y;
                    Con_BLT = x < y;
                    Con_BGT = x > y;
                    zero = (out == 1'd0);
                    end
            4'b1000:         
                    out = x >> y;
            4'b1100:         
                    out = $signed(x) >>> y;
            4'b1001:         
                    out = x*y;
            4'b1011:         
                    out = x/y;
            4'b1101:         
                    out = x%y;
            default: 
                    out = 'b0;
            endcase
        end
endmodule
==> run notes <==
Synthesis and place-and-route results.

- The synthesis-to-layout area growth is 8.37%.
- Timing would allow up to 0.00535 GHz.
- Dividing total power by cell area gives a power density of 12.6 mW/mm^2.
- The post-route core utilization is 0.328.
- The number of warning messages in the yosys log is 1.
- The cell area that synthesis handed to floorplanning was 0.0543 sq mm.
- The final hold slack is 101160 ps.
- The share of the synthesized area in the top cell type is 0.173.
- In the post-synthesis netlist, the biggest area contributors are sky130_fd_sc_hd__ha_1, sky130_fd_sc_hd__fa_1, sky130_fd_sc_hd__nand2_1.
- Per the OpenROAD floorplan log, the width of the die is 427 um.
- STA on the placed design reports a worst setup slack of about 65000 ps.
- The cell type with the largest total area after synthesis is sky130_fd_sc_hd__ha_1.
- The layout has 0 clock buffers.
- The mean number of vias per cell is 5.98.
- The number of I/O port buffers is between 100 and 150.
- The final period demand of the worst path is 187000 ps.
- The number of hold buffers added after CTS was 0.
- The final-report hold violation count is 0.
- The number of standard cells in the layout, taps in and fillers out is 10100.
- The run finished with clean final reports.
- The total I/O pin count is 103.
- The transition time at the pin with the least slew margin is 1290 ps.
- For this sky-water flow run, the detailed-routed wirelength per cell is reported as between 20 and 30 um.
- There are 0 flip-flops and latches.
- The floorplan row count is 155.
- Internal power comes to approximately 0.27 mW.
- The tool flagged a number of max-cap violations equal to 0.
- The number of cells reported by Yosys stat comes to 7807.
- The worst path required time is 199680 ps.
- The cell occurring most often along the worst timing path is sky130_fd_sc_hd__ha_1.
- The via count of the first global-routing pass is 57500.
- The total number of vias is ~61000.
- The cell count after placement is 10100.
- The area of the core is roughly 0.18 sq mm.
- The sequential cell area fraction in the yosys report is 0.
- The launching element type of the critical path is an input pin.
- The initial utilization of the core area, before any placement, comes to 0.303.
- The number of DRC violations after detailed-routing iteration 0 is 6020.
- Nets still carrying antenna violations after routing amount to 0.
- After technology mapping, the gate count stands at 7807.
- The switching portion of total power comes to 0.641.
- Total global-route track usage over all layers is 0.310.
- The pin count of the biggest net entering global routing is 106.
- Setup repair after global routing left no endpoint under its margin.
- The standby leakage power is ~27 nW.
- The synthesized netlist contains 96 unique library cells.
- Summing all non-filler instances in the final layout gives an area of 0.0589 sq mm.
- By instance count after routing, the leading logic cell type is sky130_fd_sc_hd__nand2_1.
- The chip area in the Yosys report is 0.0543 sq mm.
- The data arrival time at the worst-slack endpoint is 137080 ps.
- The report shows a maximum critical-path fanout of 40.
- The number of slew-limit violations in the final report is 0.
- Detailed placement ended at an HPWL of 223000 um.
- The last weighted congestion value of the routability-driven placer is ~1.1.
- The overall overflow remaining after global route is 0.
- The net switching power of the design is 0.475 mW.
- The first global-routing pass estimated 404000 um of wire.
- The buffers plus inverters on the worst setup path is 22.
- Per the slew report, the remaining headroom to the max-slew limit stands at 0.133.
- The die footprint is 0.183 sq mm.
- The number of antenna violations at the first check in global routing is 15.
- Gates resized during post-CTS repair numbered 0.
- The final timing summary puts the cycle share of the worst path at 0.749.
- The residual DRC count is 0.
- The type recorded for the worst min-delay path is input pin to primary output.
- The worst-case vdd ir drop is 0.0904 mV.
- Post-CTS timing repair inserted 0 buffers for setup.
- Averaged over all synthesized cells, the footprint is 6.96 sq um.
- The die outline height is 427 um.
- The classification of the worst setup path is input pin to primary output.
- The number of search-and-repair iterations in the first detailed-routing pass is 7.
- The critical path endpoint category is a primary output.
- Once routing completed, OpenROAD measured the worst setup slack at between 60000 and 70000 ps.
- In the final layout, flip-flops and latches occupy 0 sq um.
- The placed cell area is 0.0588 sq mm.
- The most common logic cells in the final layout are sky130_fd_sc_hd__nand2_1, sky130_fd_sc_hd__nor2_1, sky130_fd_sc_hd__ha_1, sky130_fd_sc_hd__inv_1, sky130_fd_sc_hd__a21oi_1.
- Per STA, the highest per-stage delay on the worst path measures 910 ps.
- Total power for the finished layout comes to 0.742 mW.
- The setup total negative slack is 0 ps.
- In the final report, the number of endpoints failing setup comes to 0.
- Summing over the stages, the warning tally comes to 104.
- The slowest stage of the critical path is the sky130_fd_sc_hd__o21ai_2 cell.
- The routed wire length is ~280000 um.
- On the critical path the largest part of the delay comes from AND-OR/OR-AND gates.
- In the final layout, the share of cells above drive strength 1 is 0.0580.
==> worst paths after layout <==
path / from / endpoint / slack, ps / cells past startpoint
worst min-delay path: ALUFn[0] / Con_BLT / 101160 / 5
worst max-delay path: y[21] / out[25] / 62600 / 286
==> Yosys cell counts (all sizes together) (55+ instances only) <==
master / count
nand2: 1029
nor2: 789
ha: 750
inv: 681
a21oi: 594
o21ai: 441
fa: 411
clkbuf: 307
xnor2: 284
a21o: 217
nor3: 194
xor2: 191
nand3: 144
o21a: 136
a211oi: 110
a31oi: 96
o211ai: 91
mux2i: 90
buf: 79
nor2b: 70
nand2b: 61
nand4: 59
and3: 58
o31ai: 57
or3: 57
o21bai: 56
a221oi: 55
==> tightest hold or removal path, stage by stage <==
cell and delay [ps]:
sky130_fd_sc_hd__clkdlybuf4s50_1 400, sky130_fd_sc_hd__buf_4 230, sky130_fd_sc_hd__nor2_1 140, sky130_fd_sc_hd__a211oi_1 110, sky130_fd_sc_hd__clkdlybuf4s50_1 420
==> area by class of cell <==
type | instances | area, sq um
fill | 19200 | 120000
multi-input combinational | 6726 | 50400
tap | 2355 | 2950
timing repair buffer | 351 | 2890
inverter | 695 | 2610
antenna | 13 | 32.5
==> layer usage <==
metal	GRT usage	wire, um
met1	0.410	113000
met2	0.454	118000
met3	0.0962	31800
met4	0.164	18500
met5	0.00873	264
==> cells by family after synthesis <==
family	share of synthesized area
and+or+nand+nor	0.219
AOI/OAI and AO/OA	0.277
adders and majority gates	0.324
buffers and inverters	0.0751
xor gates and xnor gates	0.0766
muxes	0.0280
Power is estimated from default activity; no workload was simulated.
